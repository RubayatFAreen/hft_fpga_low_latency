$ cat ./design.v
`timescale 1ns / 1ps
module mg_transceiver(
    input wire tx_clk, 
    input wire reset, 
    input wire [127:0] tx_data_in, 
    input wire tx_valid_in, 
    output reg [127:0] mg_tx_data, 
    output reg mg_tx_valid
    );
    always @(posedge tx_clk or posedge reset) begin 
        if (reset) begin 
            mg_tx_data <= 128'b0;
            mg_tx_valid <= 1'b0; 
        end else begin 
            mg_tx_data <= tx_data_in; 
            mg_tx_valid <= tx_valid_in; 
        end 
     end 
endmodule
$ cat ./config.mk
export PLATFORM = sky130hd
export DESIGN_NAME = mg_transceiver
export DESIGN_NICKNAME = mg_transceiver
export VERILOG_FILES = /design/flow/design.v
export SDC_FILE = /design/flow/constraint.sdc
export NUM_CORES = 4
export LEC_CHECK = 1
export CORE_AREA = 10 10 177 177
export DIE_AREA = 0 0 187 187
$ cat ./constraint.sdc
current_design mg_transceiver

set clk_period 1.0
set clk_io_pct 0.2

create_clock -name clk0 -period $clk_period [get_ports {tx_clk}]

set non_clock_inputs [all_inputs -no_clocks]
set_input_delay [expr $clk_period * $clk_io_pct] -clock clk0 $non_clock_inputs
set_output_delay [expr $clk_period * $clk_io_pct] -clock clk0 [all_outputs]
$ cat ./run.sh
#!/bin/bash
# OpenROAD 26Q1-2900-gdf79404cd8, Yosys 0.63+post, stock flow scripts
make -C /OpenROAD-flow-scripts/flow DESIGN_CONFIG=/design/flow/config.mk WORK_HOME=/design/flow/orfs finish
==> flow_summary.yaml <==
# generated from flow reports
outcome:
  status: "complete, but fails checks"
  violations: "negative setup slack"
route:
  dr.max_layer_used: "met4"
  drt_wl_total_um: 12200
  drt-initial-drc-count: 36
  ant_nets: 0
  viasPerCell: 2.67
  wl_met3_um: 1010
  drc: 0
  detail_route.wl_per_cell_um: 15.1
  wl_met1_um: 5010
  vias: 2156
  first_pass_iters: 3
  antenna_cells: 0
  wl_met2_um: 6010
floorplan:
  initial_core_util: 0.117
  coreArea_um2: 27600
  pin_count: 260
  die_y_um: 187
  die_w_um: 187
  die-area_um2: 35000
  num_rows: 61
clock_tree:
  clk_pin_slew_worst_paths_ps: 60
  postCtsSetupBuffers: 0
  h-tree-depth: 4
  cts_inserted_buffers: 17
  cts-root-buf: "clkbuf_16"
  cts_buffer_depth: 2
  postCtsHoldBufs: 0
  cts_sinks: 129
  cts_tree: "done"
min_path:
  hp-class: "input pin to flip-flop"
critical_path:
  crit_family: "flip-flops"
  critPathArrivalTime_ps: 930
  end_kind: "output pin"
  worstSetupStartpointType: "flip-flop"
  crit_fanout: 1
  critPathKind: "flip-flop to output pin"
  max_stage_delay_ps: 400
  cp.required_ps: 800
  slowest_stage: "dfrtp_1"
  worstPathCellList: "buf_2"
  worst-path-buf-inv: 1
synth:
  yosysWarningCount: 1
  ys_sh_mux: 0
  yosys.area_share.adder: 0
  syn_area_per_cell_um2: 24.9
  ys_cells: 130
  ys_ff: 129
  synthAoiAreaFrac: 0
  simple_gate_share: 0
  netlist_area_um2: 3230
  yosys.cell_types.count: 2
  syn-instance-count: 130
  yosys.stat.seqShare: 0.999
  logic_family: "buffers and inverters"
  xor_share: 0
  yosys_area_um2: 3230
finish:
  final_area_um2: 6370
  logic_area_um2: 0
  lay_top_count: "clkdlybuf4s50_1"
  lay_top_cells: "clkdlybuf4s50_1, dfrtp_1, buf_2"
  flop_area_um2: 3230
  comb_cells: 0
  area_growth_pct: 97.2
  layout-drive-gt1-share: 0.398
  fill_cells: 2980
placed_design:
  post-place-ws_ps: -41.7
  port-buffer-count: 259
  place_hpwl_um: 9930
  gp_congestion: 0.786
  place_area_um2: 6420
final_timing:
  worst_slack_ps: -127
  hold_viol_final: 0
  timing.fmax_mhz: 887
  rsz0062_at_grt: "yes"
  slew_headroom: 0.771
  final.min_clock_period_ps: 1130
  period_used_share: 1.13
  setup_viol: 129
  maxSlewViolCount: 0
  worst_pin_slew_ps: 344
global_routing:
  grt_overflow: 0
  grt_pass1_vias: 2445
  grt_pass1_wl_um: 18000
  antenna_found_initial: 1
  grt_max_degree: 64
  grt_usage: 0.0703
pwr:
  ir_worst_vdd_v: 0.000791
  p_per_area_nw_per_um2: 2000
  cellLeakagePower_nw: 2.86
run:
  cap_violations: 0
  warnings: 28
-- path summary, 6_finish.rpt --
path,from,cells past startpoint,end
setup / recovery,mg_tx_data[70],1,mg_tx_data[70]
hold / removal,tx_data_in[107],1,mg_tx_data[107]
max in group asynchronous,reset,3,mg_tx_data[2]
min in group asynchronous,reset,3,mg_tx_data[68]
-- Yosys cell counts --
cell     instances  area, µm²
dfrtp_1        129       3230
inv_1            1       3.75
-- registers in the layout, summed over array words and instances (netlist names) --
signal / cells
mg_tx_data: 128
mg_tx_valid: 1
-- routing by layer --
layer / track usage / vias up
met4: 0.00962 / 0
li1: - / 982
met2: 0.115 / 125
met1: 0.0866 / 1042
met3: 0.0307 / 7
met5: 0 / -
-- cell type report --
class / count / area share
timing repair buffer: 268 / 0.324
tap: 378 / 0.0742
clock inverter: 15 / 0.0273
inverter: 1 / 0.00118
clock buffer: 17 / 0.0668
sequential: 129 / 0.507
-- through the flow --
step                      TNS (ps)  std cells   util  hold slack [ps]  power (mW)
after floorplan            -102590        130      -              231        5.65
after global placement        -437        776  0.232              644        6.84
after detailed placement      -362        776  0.232              648        6.85
after CTS                   -13740        808  0.231              191        13.1
after global routing        -16560        808  0.231              194        13.4
final                        -9610        808  0.231              221        12.8
-- power breakdown --
group / switching (mW) / internal, mW
clock network: 2.57 / 3.76
registers: 0.0546 / 5.48
logic: 0.259 / 0.651
total: 2.88 / 9.89
-- cells by family (layout without fill, tap and decap cells) --
| logic type | count (synthesis) | after routing |
|---|---|---|
| buffers and inverters | 1 | 301 |
| DFF | 129 | 129 |
-- timing repair --
action,4_1_cts,5_1_grt
pin swaps,0,0
resized,418,0
setup endpoints to repair,129,129
No activity file was given, so power comes from the tool's default toggle rates.
