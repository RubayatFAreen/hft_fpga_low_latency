--- design/flow/config.mk ---
export PLATFORM = sky130hd
export DESIGN_NAME = order_formatter
export DESIGN_NICKNAME = order_formatter
export VERILOG_FILES = /design/flow/design.v
export SDC_FILE = /design/flow/constraint.sdc
export NUM_CORES = 4
export LEC_CHECK = 1
export CORE_UTILIZATION = 30
--- design/flow/constraint.sdc ---
current_design order_formatter

set clk_period 4.8
set clk_io_pct 0.2

create_clock -name clk0 -period $clk_period [get_ports {clk}]

set non_clock_inputs [all_inputs -no_clocks]
set_input_delay [expr $clk_period * $clk_io_pct] -clock clk0 $non_clock_inputs
set_output_delay [expr $clk_period * $clk_io_pct] -clock clk0 [all_outputs]
--- design/flow/design.v ---
`timescale 1ns / 1ps
module order_formatter(
    input wire clk, 
    input wire reset, 
    input wire [63:0] approved_order, 
    input wire approved_valid, 
    output reg [127:0] formatted_order, 
    output reg formatted_valid
    );
    reg [31:0] order_seq; 
    reg approved_valid_pipe; 
    reg [63:0] approved_order_pipe; 
    always @(posedge clk or posedge reset) begin 
        if (reset) begin 
            approved_order_pipe <= 64'b0; 
            approved_valid_pipe <= 1'b0; 
        end else begin 
            approved_order_pipe <= approved_order; 
            approved_valid_pipe <= approved_valid; 
        end 
    end 
    always @(posedge clk or posedge reset) begin 
        if (reset) begin 
            order_seq <= 32'd0;
            formatted_order <= 128'b0; 
            formatted_valid <= 1'b0; 
        end else if (approved_valid_pipe) begin 
            order_seq <= order_seq + 1; 
            formatted_order <= {order_seq, approved_order_pipe, 32'd0};
            formatted_valid <= 1'b1; 
        end else begin 
            formatted_valid <= 1'b0;
        end 
     end 
endmodule
--- design/flow/run.sh ---
#!/bin/bash
# OpenROAD 26Q1-2900-gdf79404cd8, Yosys 0.63+post, stock flow scripts
make -C /OpenROAD-flow-scripts/flow DESIGN_CONFIG=/design/flow/config.mk WORK_HOME=/design/flow/orfs finish
==> impl_metrics.tcl <==
# implementation run metrics
set metrics [dict create \
    outcome "completed" \
    holdPathEnd "formatted_order[44]$_DFFE_PP0P_" \
    worstPathRequired_ns 5.10 \
    insertion_delay_ns 0.41 \
    synth_area_per_cell_um2 16.2 \
    synth_top_cell_by_count "dfrtp_1" \
    ir_worst_vdd_mv 0.270 \
    via_per_inst 4.20 \
    hold_viol_final 0 \
    grt-ovfl-total 0 \
    port_buffers 163 \
    cts_buffer_depth 2 \
    worstMarginPinSlew_ns 0.786 \
    ys_seq_frac 0.708 \
    place_congestion 0.761 \
    vias 3729 \
    initial_core_util 0.311 \
    drv_slew 0 \
    edf_count 0 \
    post_cts_resize_count 0 \
    fillers 1952 \
    cts_buffers 17 \
    top_cell_area_share 0.708 \
    topCellsByArea "dfrtp_1, mux2_2, buf_4" \
    fin_crit_ns 2.32 \
    ant_nets 0 \
    min_path_type "register to register" \
    ys_top_cells_by_count "dfrtp_1, mux2_2, buf_4" \
    ctsHoldBuffers 0 \
    cap_violations 0 \
    antenna_found_initial 0 \
    r2r_setup_slack_ns 2.48 \
    h-tree-depth 4 \
    max-slew-margin-rel 0.474 \
    ios 196 \
    mappedNetlistArea_um2 6860 \
    critical_path_class "register to register" \
    cts-root-buf "clkbuf_16" \
    start_kind "register" \
    critPathMaxFanout 47 \
    worstHoldStart "approved_order_pipe[12]$_DFF_PP0_" \
    yosys_register_bits 194 \
    warning_count 27 \
    fp-row-count 54 \
    place_hpwl_mm 8.10 \
    drt_iter0_drc 173 \
    synthCells 424 \
    power_density_nw_per_um2 394 \
    cts_sinks 194 \
    routedWlPerCell_um 14.0 \
    regToRegEndpoint "order_seq[22]$_DFFE_PP0P_" \
    core_um2 22100 \
    drc_errors 0 \
    rsz0062_at_grt "false" \
    clock_skew_ns 0.0104 \
    synth_warnings 1 \
    cp_data_arrival_time_ns 2.61 \
    dieHeight_um 153 \
    cts_setup_buffers 0 \
    reg2reg_depth 4 \
    area_growth_pct 35.9 \
    cts_tree "yes" \
    synth_stat.cells 424 \
    routed_wl_mm 12.4 \
    dieArea_um2 23500 \
    grt_pass1_wl_mm 21.1 \
    power_leakage_nw 4.07 \
    fin_area_um2 9320 \
    ys_area_um2 6860 \
    grt.total_usage 0.115 \
    ys_types 22 \
    path_clk_slew_ns 0.07 \
    postSynth.asyncResetShare 1.00 \
    max_freq_ghz 0.432 \
    place_area_um2 8720 \
    grt_max_degree 134 \
    insertedDiodeCount 0 \
    min_path_cells 1 \
    drive_gt1_frac 0.227 \
    die_x_um 153 \
    grt_pass1_vias 3973 \
    totalNegativeSetupSlack_ns 0 \
    setup_viol 0 \
    cp-end-kind "register" \
    period_used_share 0.482 \
    ys.flop_type "dfrtp_1" \
    synth_top_cell_by_area "dfrtp_1" \
    dr.pass1.iters 4 \
    r2r-start "approved_valid_pipe$_DFF_PP0_" \
]
-- critical path, cell delays in order (launching register included) --
cell and delay (ns):
dfrtp_4 0.84, nand4_2 0.30, nor4_4 0.66, nand4_1 0.21, xnor2_1 0.17
-- where the power goes --
group / internal, mW / switching [mW]
logic: 0.276 / 0.0976
registers: 1.77 / 0.0991
clock network: 0.846 / 0.587
-- registers in the layout (all words and copies together), names as in the netlist --
register,count
formatted_order,96
formatted_valid,1
approved_order_pipe,64
order_seq,32
approved_valid_pipe,1
-- layer usage --
layer | wire length (um) | track usage | part of all wire
met1 | 5860 | 0.179 | 0.47
met2 | 5600 | 0.171 | 0.45
met3 | 845 | 0.0352 | 0.068
met4 | 104 | 0.0101 | 0.0084
met5 | 0 | 0 | 0
-- how the worst max path moves through the flow --
stage,cells past startpoint,from,to
5_1_grt,4,approved_valid_pipe$_DFF_PP0_,order_seq[22]$_DFFE_PP0P_
6_report,4,approved_valid_pipe$_DFF_PP0_,order_seq[22]$_DFFE_PP0P_
4_1_cts,4,approved_valid_pipe$_DFF_PP0_,order_seq[26]$_DFFE_PP0P_
-- cell families (layout without fill, tap and decap cells) --
family,after synthesis,after routing,share of synthesized area
buffers and inverters,47,200,0.0443
other,1,32,0.000547
muxes,97,97,0.159
DFF,194,194,0.708
xor gates and xnor gates,31,31,0.0396
adders and majority gates,1,1,0.00182
and+or+nand+nor,53,53,0.0469
-- placed cells by master (no fill, tap or decap), drive strengths merged --
| cell | n |
|---|---|
| dfrtp | 194 |
| clkdlybuf4s50 | 163 |
| mux2 | 97 |
| conb | 32 |
| xnor2 | 25 |
| clkbuf | 19 |
| nand4 | 16 |
| nand2 | 12 |
| nor2 | 7 |
| nand3 | 7 |
| xor2 | 6 |
| and3 | 4 |
| clkinvlp | 4 |
| buf | 4 |
| inv | 4 |
| bufinv | 3 |
| clkinv | 3 |
| nor4 | 2 |
| and4 | 2 |
| or2 | 1 |
| nor3 | 1 |
| and2 | 1 |
| ha | 1 |
-- final cells by class --
cell class | count | area (um^2) | area share
Tap cell | 280 | 350 | 0.0376
Inverter | 3 | 15.0 | 0.00161
Timing Repair Buffer | 167 | 1670 | 0.180
Clock buffer | 19 | 453 | 0.0486
Clock inverter | 11 | 153 | 0.0164
Multi-Input combinational cell | 214 | 1820 | 0.195
Sequential cell | 194 | 4860 | 0.521
-- through the flow --
stage / utilization / setup slack (ns) / hold slack, ns / total power [mW] / instances
2_1_floorplan: - / 1.34 / 0.386 / 2.03 / 455
3_3_place_gp: 0.394 / 2.56 / 0.457 / 2.28 / 858
3_5_place_dp: 0.394 / 2.43 / 0.462 / 2.28 / 858
4_1_cts: 0.422 / 2.41 / 0.467 / 3.75 / 888
5_1_grt: 0.422 / 2.30 / 0.484 / 3.87 / 888
6_report: 0.422 / 2.48 / 0.461 / 3.68 / 888
No activity file was given, so power comes from the tool's default toggle rates.
