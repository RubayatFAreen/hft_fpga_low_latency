==> flow/config.mk <==
export PLATFORM = sky130hd
export DESIGN_NAME = async_fifo
export DESIGN_NICKNAME = async_fifo
export VERILOG_FILES = /design/flow/design.v
export SDC_FILE = /design/flow/constraint.sdc
export NUM_CORES = 4
export LEC_CHECK = 1
export CORE_UTILIZATION = 30
==> flow/constraint.sdc <==
current_design async_fifo

set clk_period 24.3
set clk_io_pct 0.2

create_clock -name clk0 -period $clk_period [get_ports {rd_clk}]
create_clock -name clk1 -period $clk_period [get_ports {wr_clk}]

set non_clock_inputs [all_inputs -no_clocks]
set_input_delay [expr $clk_period * $clk_io_pct] -clock clk0 $non_clock_inputs
set_output_delay [expr $clk_period * $clk_io_pct] -clock clk0 [all_outputs]
==> flow/design.v <==
`timescale 1ns / 1ps
module async_fifo(
    input wire wr_clk, 
    input wire rd_clk, 
    input wire reset, 
    input wire [127:0] wr_data, 
    input wire wr_en, 
    output reg [127:0] rd_data,
    output reg rd_valid, 
    output reg fifo_full, 
    output reg fifo_empty
    );
    parameter DEPTH = 16; 
    parameter ADDR_WIDTH = 4;  
    reg [127:0] mem [0:DEPTH-1]; 
    reg [ADDR_WIDTH:0] wr_ptr; 
    reg [ADDR_WIDTH:0] rd_ptr; 
    always @(posedge wr_clk or posedge reset) begin 
        if (reset) begin 
            wr_ptr <= 0; 
            fifo_full <= 1'b0; 
        end else if (wr_en && !fifo_full) begin 
            mem[wr_ptr[ADDR_WIDTH-1:0]] <= wr_data; 
            wr_ptr <= wr_ptr + 1; 
        end
    end 
    always @(posedge rd_clk or posedge reset) begin  
        if (reset) begin 
            rd_ptr <= 0; 
            rd_valid <= 1'b0; 
        end else begin 
            if (!fifo_empty) begin 
                rd_data <= mem[rd_ptr[ADDR_WIDTH-1:0]]; 
                rd_ptr <= rd_ptr + 1; 
                rd_valid <= 1'b1; 
            end else begin 
                rd_valid <= 1'b0; 
            end 
        end 
    end 
    always @(*) begin
        fifo_empty = (wr_ptr == rd_ptr); 
        fifo_full = ((wr_ptr - rd_ptr) == DEPTH); 
    end 
endmodule
==> flow/run.sh <==
#!/bin/bash
# OpenROAD 26Q1-2900-gdf79404cd8, Yosys 0.63+post, stock flow scripts
make -C /OpenROAD-flow-scripts/flow DESIGN_CONFIG=/design/flow/config.mk WORK_HOME=/design/flow/orfs finish
==> tab_implementation.tex <==
% Table of physical implementation metrics
\begin{tabular}{lr}
\hline
Metric & Value \\
\hline
\multicolumn{2}{l}{\textbf{Status}} \\
\quad Outcome & complete, no violations \\
\multicolumn{2}{l}{\textbf{Detailed routing}} \\
\quad Total Routed Length & 217 mm \\
\quad Met2 routed WL & around 110 mm \\
\quad Initial DRT Pass Iterations & 6 \\
\quad Detailed-routed wire length on met3 & about 27 mm \\
\quad Post-route DRC violation count & 0 \\
\quad Top layer used by detailed routing & met5 \\
\quad Number of design-rule violations left by the first detailed-router iteration & 3,061 \\
\quad Via count normalized by instance count & 5.23 \\
\quad Routed Antenna Nets & 0 \\
\quad Total via count after detailed routing & $\sim$44,000 \\
\quad WL met1 & 76.4 mm \\
\quad Routed wirelength normalized by instance count & 25.8 um \\
\multicolumn{2}{l}{\textbf{Worst setup path}} \\
\quad Endpoint type of the worst setup path & flip-flop \\
\quad Worst Reg-to-Reg Cells & 10 \\
\quad CP max stage delay & 0.80 ns \\
\quad Arr. time, crit path & about 8.4 ns \\
\quad Critical path startpoint category & input pin \\
\quad Crit-path most repeated cell & sky130\_fd\_sc\_hd\_\_buf\_4 \\
\quad Peak fanout along the critical path & around 42 \\
\quad Beginning of the worst register-to-register path & rd\_ptr[0] \\
\quad Number of buffers and inverters on the critical path & 3 \\
\quad Master of the slowest instance on the critical path & sky130\_fd\_sc\_hd\_\_clkdlybuf4s50\_1 \\
\quad Kind of critical path & in2reg \\
\quad Setup slack of the most critical reg-to-reg path & 19.19 ns \\
\quad Cell type group with the largest total delay on the critical path & buffers and inverters \\
\quad Critical path required time & roughly 25 ns \\
\quad Capture instance of the worst register-to-register path & rd\_data[38] \\
\quad Cell breakdown of the critical path & clkdlybuf4s50\_1, nor4b\_1, and2\_4, buf\_4, buf\_4 \\
\multicolumn{2}{l}{\textbf{Place}} \\
\quad Final weighted congestion in routability-driven placement & a little over 0.8 \\
\quad Worst Setup Slack post-DPL & 15.56 ns \\
\quad Number of placed instances with taps included & 8,021 \\
\quad Port Buffer Count & 260 \\
\quad Placed Instance Area & between 0.08 and 0.09 mm2 \\
\quad Placed wire-length estimate & 125 mm \\
\multicolumn{2}{l}{\textbf{Final timing}} \\
\quad Number of pins exceeding their max-slew limit in the final report & 0 \\
\quad Hold Vio Cnt, Final & 0 \\
\quad Setup repair after global routing missed its margin & no \\
\quad Clock skew after layout & 0.0734 ns \\
\quad Fin Setup TNS & 0 ns \\
\quad Worst Slack Setup Final & 16.28 ns \\
\quad Final number of setup-violating endpoints & 0 \\
\quad Worst relative slew slack & 0.409 \\
\quad Worst Max-Slew Pin Slew & 0.874 ns \\
\multicolumn{2}{l}{\textbf{Logic synthesis}} \\
\quad Count of different cell masters after synthesis & 54 \\
\quad Sequential share of the synthesized area & 0.806 \\
\quad Top area contributor share & 0.803 \\
\quad Synth cell count leaders & sky130\_fd\_sc\_hd\_\_edfxtp\_1 (2,176), sky130\_fd\_sc\_hd\_\_a22oi\_1 (566), sky130\_fd\_sc\_hd\_\_clkbuf\_1 (237) \\
\quad Average cell area after synthesis & about 18 um2 \\
\quad Cells after synthesis & between 4,000 and 5,000 \\
\quad Share of flip-flops with an asynchronous set or reset & 0.00503 \\
\quad Post-synthesis cell count from yosys & 4,454 \\
\quad Ys Warns & 4 \\
\quad Primary flip-flop cell chosen by synthesis mapping & sky130\_fd\_sc\_hd\_\_edfxtp\_1 \\
\quad Cell types occupying the most area after synthesis & sky130\_fd\_sc\_hd\_\_edfxtp\_1 (80\%), sky130\_fd\_sc\_hd\_\_a22oi\_1 (5.2\%), sky130\_fd\_sc\_hd\_\_mux2\_2 (1.4\%) \\
\quad Yosys top cell by instances & sky130\_fd\_sc\_hd\_\_edfxtp\_1 \\
\quad Flip-flop and latch count after synthesis & 2,187 \\
\quad Synth area leader & sky130\_fd\_sc\_hd\_\_edfxtp\_1 \\
\quad Cell area after synthesis & 0.0814 mm2 \\
\quad Yosys chip area & 0.0814 mm2 \\
\quad Number of synthesized flops with an enable pin & between 2,000 and 2,500 \\
\multicolumn{2}{l}{\textbf{Global route}} \\
\quad Global-route total usage across every layer & 0.170 \\
\quad Largest net degree at the start of global routing & 112 \\
\quad Vias in the first global route & 46,700 \\
\quad Number of antenna violations at the first check in global routing & 37 \\
\quad Leftover overflow at the end of global routing & 0 \\
\quad Global-route wire length before repair & 318 mm \\
\multicolumn{2}{l}{\textbf{CTS}} \\
\quad CTS Sinks & roughly 2,200 \\
\quad Number of gates resized after cts & 0 \\
\quad Count of hold buffers inserted by post-cts repair & 0 \\
\quad CTS tree & built \\
\quad Clk slew on worst S/H paths & 0.06 ns \\
\quad Post-CTS setup repair buffer count & 0 \\
\multicolumn{2}{l}{\textbf{Pwr}} \\
\quad Max IR drop VDD & 0.104 mV \\
\quad Static leakage power & 28.6 nW \\
\quad Power density over cell area & roughly 120 mW/mm2 \\
\quad Total power & 11.3 mW \\
\multicolumn{2}{l}{\textbf{Die}} \\
\quad Vertical die size & 523 um \\
\quad Total I/O pin count & 263 \\
\quad Core Util at FP & 0.303 \\
\quad Area inside the core boundary & 0.269 mm2 \\
\quad Die W & 523 um \\
\quad Chip area & 0.273 mm2 \\
\quad Std-Cell Rows & between 150 and 200 \\
\multicolumn{2}{l}{\textbf{Run}} \\
\quad Maxcap violations & 0 \\
\quad Tool warnings & 36 \\
\multicolumn{2}{l}{\textbf{Final layout}} \\
\quad Proportion of layout cells with a drive suffix above 1 & 0.112 \\
\quad Final non-filler cell total & 8,409 \\
\quad Post-route cell area & 0.0947 mm2 \\
\quad Post-synthesis to final-layout area growth & 16.4\% \\
\multicolumn{2}{l}{\textbf{Worst hold path}} \\
\quad Source of the worst hold timing path & rd\_ptr[4] \\
\quad Worst Hold End & rd\_ptr[4] \\
\quad WHS Path Cells & 1 \\
\quad Kind of path behind the tightest hold check & reg2reg \\
\hline
\end{tabular}
[worst register-to-register path, cell delays in order, from the launching register on]
cell,delay (ns)
sky130_fd_sc_hd__dfrtp_1,0.49
sky130_fd_sc_hd__inv_1,0.19
sky130_fd_sc_hd__ha_4,0.47
sky130_fd_sc_hd__buf_4,0.68
sky130_fd_sc_hd__buf_4,0.68
sky130_fd_sc_hd__buf_4,0.68
sky130_fd_sc_hd__buf_4,0.64
sky130_fd_sc_hd__a222oi_1,0.29
sky130_fd_sc_hd__mux2_2,0.36
sky130_fd_sc_hd__a22oi_1,0.27
sky130_fd_sc_hd__o32a_1,0.20
[logic make-up (layout without fill, tap and decap cells)]
kind of cell	after synthesis	count (layout)	share of synthesized area
other cells	1	7	0.0000461
buf+inv	362	759	0.0184
flops	2187	2187	0.806
xor+xnor	13	13	0.00140
simple gates	333	333	0.0201
fa+ha+maj	8	8	0.00123
mux	106	106	0.0146
compound gates	1444	1444	0.138
[flip-flops by register name, summed over array words and instances (netlist names)]
name	count
rd_data	128
rd_valid	1
rd_ptr	5
wr_ptr	5
mem	2048
[per-layer routing]
| metal | GRT usage | up-vias |
|---|---|---|
| met3 | 0.0988 | 322 |
| met2 | 0.273 | 2432 |
| met5 | 0.00260 | - |
| li1 | - | 19200 |
| met1 | 0.201 | 22000 |
| met4 | 0.0348 | 30 |
[report_power, final]
| part | internal, mW | total (mW) | switching, mW |
|---|---|---|---|
| Sequential | 4.55 | 4.66 | 0.119 |
| Combinational | 1.25 | 3.41 | 2.16 |
| Clock | 1.75 | 3.19 | 1.44 |
| Total | 7.55 | 11.3 | 3.72 |
[layout make-up]
cell class	count	area, um2
sequential	2187	65600
clock inverter	129	1140
antenna	6	15.0
timing repair buffer	370	3500
clock buffer	253	5540
fill	24400	174000
tap	3552	4440
inverter	7	33.8
multi-input combinational	1905	14400
[cell usage in the layout (no fill, tap or decap), drive strengths merged, types with 109 or more instances in the layout]
cell type      synthesis  layout
o32a                 109     109
a21o                 115     115
a32oi                122     122
a21oi                167     167
clkdlybuf4s50          0     260
nand2                151     151
clkbuf               237     253
edfxtp              2176    2176
a22oi                566     566
buf                  118     110
[worst max path at each step]
stage / to / depth (start not counted) / slack, ns / start
finish: mem[2][47] / 5 / 16.28 / wr_en
global route: mem[2][47] / 5 / 16.21 / wr_en
CTS: fifo_empty / 4 / 16.35 / rd_ptr[2]
[through the flow]
| step | utilization | hold WS [ns] |
|---|---|---|
| final | 0.352 | 0.502 |
| after global routing | 0.352 | 0.527 |
| after CTS | 0.352 | 0.499 |
| after detailed placement | 0.327 | 0.485 |
| after global placement | 0.327 | 0.487 |
| after floorplan | - | 0.461 |
Power and IR drop assume default switching activity.
